[/design/flow/design.v]
module single_port_ram 
#(parameter DATA_WIDTH=32, parameter ADDR_WIDTH=6)
(
	input [(DATA_WIDTH-1):0] data,
	input [(ADDR_WIDTH-1):0] addr,
	input we, clk,
	output [(DATA_WIDTH-1):0] q
);
	reg [DATA_WIDTH-1:0] ram[2**ADDR_WIDTH-1:0];
	reg [ADDR_WIDTH-1:0] addr_reg;
	always @ (posedge clk)
	begin
		if (we)
			ram[addr] <= data;
		addr_reg <= addr;
	end
	assign q = ram[addr_reg];
endmodule
[/design/flow/config.mk]
export PLATFORM = sky130hd
export DESIGN_NAME = single_port_ram
export DESIGN_NICKNAME = single_port_ram
export VERILOG_FILES = /design/flow/design.v
export SDC_FILE = /design/flow/constraint.sdc
export NUM_CORES = 4
export LEC_CHECK = 1
export CORE_UTILIZATION = 40
[/design/flow/run.sh]
#!/bin/bash
# OpenROAD 26Q1-2900-gdf79404cd8, Yosys 0.63+post, stock flow scripts
make -C /OpenROAD-flow-scripts/flow DESIGN_CONFIG=/design/flow/config.mk WORK_HOME=/design/flow/orfs finish
[/design/flow/constraint.sdc]
current_design single_port_ram

set clk_period 54.1
set clk_io_pct 0.2

create_clock -name clk0 -period $clk_period [get_ports {clk}]

set non_clock_inputs [all_inputs -no_clocks]
set_input_delay [expr $clk_period * $clk_io_pct] -clock clk0 $non_clock_inputs
set_output_delay [expr $clk_period * $clk_io_pct] -clock clk0 [all_outputs]
==> impl_report.txt <==
=== SYNTHESIS / PLACE & ROUTE SUMMARY ===
----------------------------------------------------
[Outcome]
  Run status ........................ complete, no violations

[Placement]
  Half-perimeter wire length after placement ........................ 108.6 mm
  GP Congestion ........................ 0.8371
  Total placed cells including tap cells ........................ 5875
  Count of buffers inserted at the top-level ports ........................ 71

[Pwr]
  Leakage component of the power ........................ 27.16 nW
  Reg power frac ........................ 55.1%
  Power density over cell area ........................ 36.23 nW/um2
  Net Sw Frac ........................ 20.85%
  Switching power total ........................ 0.6686 mW
  Internal power component ........................ 2.538 mW
  Gate power share ........................ 4.9%
  Peak supply drop ........................ 34.05 uV
  Clock network power share ........................ 40.0%

[Clock tree]
  CTS-repair resized insts ........................ 0
  Post-CTS setup buffers ........................ 0
  Hold buffers post-CTS ........................ 0
  CTS clk-pin slew, worst paths ........................ 60 ps
  Buffer type at the clock tree root ........................ sky130_fd_sc_hd__clkbuf_16
  Total clock sinks ........................ 2054
  Clock Path Buffers ........................ 3
  CTS Buf Count ........................ 194
  CTS tree ........................ done
  CTS H-tree lvls ........................ 4

[Global routing]
  Via count of the first global-routing pass ........................ 39790
  Maximum number of pins on one net before global-route repair ........................ 87
  Number of antenna violations at the first check in global routing ........................ 7
  Global Route Usage Sum ........................ 22.18%
  Global-route congestion overflow total ........................ 0
  First-pass GRT wire length ........................ 280.6 mm

[Worst setup path]
  Family of cells with the greatest summed delay on the critical path ........................ buffers and inverters
  Crit-path slowest cell ........................ sky130_fd_sc_hd__dfxtp_4
  Crit end category ........................ output port
  CP Depth ........................ 8
  Critical path, cell by cell ........................ buf_12 > buf_4 > buf_4 > mux4_2 > mux4_2 > o22ai_1 > nor2_1 > clkdlybuf4s50_1
  Startpoint Class ........................ flop
  Worst setup path class ........................ reg -> out
  Crit path max fanout ........................ 59
  Required time worst endpoint ........................ 43280 ps
  Endpoint of the worst setup timing path ........................ q[21]
  Worst stage delay on the critical path ........................ 780 ps
  Data arrival time at the worst-slack endpoint ........................ 5800 ps
  Critical path buffer and inverter count ........................ 4

[Final timing]
  Number of endpoints failing setup at the final stage ........................ 0
  Max Freq ........................ 0.06018 GHz
  Total negative slack ........................ 0 ps
  Part of the cycle the worst path needs ........................ 30.72%
  Number of slew-limit violations in the final report ........................ 0
  Min Tclk post-route ........................ 16620 ps
  Pin slew with the least headroom to its limit ........................ 899.7 ps
  Slew Limit Headroom ........................ 40.02%
  Final hold violation count ........................ 0
  Setup repair after global routing missed its margin ........................ no

[Synthesis]
  Post-synthesis cell count ........................ 3298
  Top cells by area in the synthesized netlist ........................ sky130_fd_sc_hd__edfxtp_1, sky130_fd_sc_hd__mux4_2, sky130_fd_sc_hd__mux2i_1
  Count of different cell masters after synthesis ........................ 34
  Cell with the most instances after synthesis ........................ sky130_fd_sc_hd__edfxtp_1
  Number of flip-flops and latches in the synthesized netlist ........................ 2054
  Warnings from Yosys ........................ 1
  Most common library cells after synthesis ........................ sky130_fd_sc_hd__edfxtp_1, sky130_fd_sc_hd__mux4_2, sky130_fd_sc_hd__nor2_1, sky130_fd_sc_hd__mux2i_1, sky130_fd_sc_hd__o22ai_1
  Top cell type's share of synthesized area ........................ 78.85%
  Count of flip-flops with a built-in enable after synthesis ........................ 2048
  Post-synth design cell area ........................ 77990 um2
  Cell type with the highest aggregate area in the netlist ........................ sky130_fd_sc_hd__edfxtp_1
  Seq share, synth ........................ 79.00%
  Proportion of synthesized flip-flops having asynchronous set or reset ........................ 0%
  Avg Cell Area, Syn ........................ 23.65 um2
  Total cell area reported by yosys after synthesis ........................ 77990 um2
  Dominant flop cell ........................ sky130_fd_sc_hd__edfxtp_1
  Number of cell instances after yosys synthesis ........................ 3298

[Die]
  Floorplan core density ........................ 40.37%
  Core box area ........................ 193200 um2
  Total I/O pin count ........................ 72
  Die height ........................ 443.6 um
  Area of the die ........................ 196800 um2
  Overall die width ........................ 443.6 um
  Number of rows created at floorplan ........................ 161

[Flow run]
  Max cap viols ........................ 0
  Total tool warning count ........................ 26

[Routing]
  Via count ........................ 35820
  Wire length per cell ........................ 31.22 um
  Drc violations ........................ 0
  Routed WL ........................ 194.7 mm
  First-iteration detailed-routing DRC count ........................ 2265
  Post-DR vias/cell ........................ 5.743
  DR pass1 iterations ........................ 7
  Tally of nets with antenna violations remaining after routing ........................ 0

[Layout]
  Share of cells above drive strength 1 ........................ 28.47%
  Number of cells in the finished layout apart from fillers ........................ 6238
  Count of fill cells added during filler insertion ........................ 15520
  Flip-flop count of the largest register after layout ........................ 2048
  Top flop regs ........................ ram (2048)
  Register with the most flip-flops ........................ ram
  Area growth from synthesis to layout ........................ 13.49%

[Hold path]
  Classification of the worst-slack hold path ........................ in -> reg

----------------------------------------------------
## metal layers
metal | up-vias | global-route usage (%) | share of wire, % | routed length, um
li1 | 14720 | - | - | -
met1 | 18120 | 26.53 | 31 | 60580
met2 | 2700 | 31.05 | 46 | 90160
met3 | 284 | 19.73 | 20 | 39020
met4 | 6 | 4.328 | 2.5 | 4892
met5 | - | 0.3175 | 0.036 | 70
## cell usage in the layout, fill, tap and decap left out, types with 4 or more instances in the layout
cell and count:
sky130_fd_sc_hd__a21oi_1 62, sky130_fd_sc_hd__a22oi_1 12, sky130_fd_sc_hd__a311oi_1 8, sky130_fd_sc_hd__a41o_1 4, sky130_fd_sc_hd__and3_1 4, sky130_fd_sc_hd__buf_12 4
sky130_fd_sc_hd__buf_2 32, sky130_fd_sc_hd__buf_4 158, sky130_fd_sc_hd__bufinv_16 9, sky130_fd_sc_hd__clkbuf_1 64, sky130_fd_sc_hd__clkbuf_16 198, sky130_fd_sc_hd__clkdlybuf4s50_1 39
sky130_fd_sc_hd__clkinv_1 52, sky130_fd_sc_hd__clkinv_2 27, sky130_fd_sc_hd__clkinv_8 5, sky130_fd_sc_hd__dfxtp_4 4, sky130_fd_sc_hd__edfxtp_1 2048, sky130_fd_sc_hd__inv_6 4
sky130_fd_sc_hd__mux2i_1 93, sky130_fd_sc_hd__mux4_2 544, sky130_fd_sc_hd__nand2_1 26, sky130_fd_sc_hd__nand2b_1 7, sky130_fd_sc_hd__nand3_1 5, sky130_fd_sc_hd__nand3b_1 5
sky130_fd_sc_hd__nor2_1 75, sky130_fd_sc_hd__nor2_4 62, sky130_fd_sc_hd__nor2b_1 15, sky130_fd_sc_hd__nor3_1 5, sky130_fd_sc_hd__o221ai_1 27, sky130_fd_sc_hd__o22ai_1 84
sky130_fd_sc_hd__o32ai_1 4
## through the flow
stage / total power, mW / instance area (um2) / worst slack (ps) / hold slack (ps) / util (%)
2_1_floorplan: 1.884 / 77990 / 40120 / 10850 / -
6_report: 3.207 / 88520 / 37480 / 10310 / 45.82
5_1_grt: 3.303 / 88520 / 37130 / 10260 / 45.82
4_1_cts: 3.236 / 88510 / 37260 / 10230 / 45.82
3_3_place_gp: 1.960 / 82580 / 38120 / 11120 / 42.75
3_5_place_dp: 1.961 / 82580 / 38170 / 11130 / 42.75
## worst min path at each step
| stage | start | endpoint | slack, ps | cells past startpoint |
|---|---|---|---|---|
| 4_1_cts | data[10] | ram[33][10] | 10230 | 1 |
| 5_1_grt | data[10] | ram[33][10] | 10260 | 1 |
| 6_report | data[10] | ram[33][10] | 10310 | 1 |
## layout make-up
class                      instances  area (um2)  share of cell area, %
clock buffer                     262        5195                  5.869
clock inverter                    98       737.0                 0.8325
multi-input combinational       1062       15970                  18.04
tap                             2526        3161                  3.570
timing repair buffer             233        1817                  2.052
sequential                      2054       61640                  69.63
antenna                            3       7.507               0.008481
## power by group through the flow
stage,combinational (mW),sequential (mW),clock (mW)
CTS,0.162,1.77,1.31
global route,0.171,1.77,1.37
finish,0.158,1.77,1.28
## kinds of logic after synthesis
family	Yosys count	synth area share (%)
simple gates	223	1.274
compound gates	202	1.684
mux	637	16.90
buf+inv	182	1.136
flops	2054	79.00
Power figures rest on the tool's default switching activity, not on a simulated workload.
