===== /design/flow/run.sh =====
#!/bin/bash
# OpenROAD 26Q1-2900-gdf79404cd8, Yosys 0.63+post, stock flow scripts
make -C /OpenROAD-flow-scripts/flow DESIGN_CONFIG=/design/flow/config.mk WORK_HOME=/design/flow/orfs finish

===== /design/flow/constraint.sdc =====
current_design REG

set clk_period 29.5
set clk_io_pct 0.2

create_clock -name clk0 -period $clk_period [get_ports {clk}]

set non_clock_inputs [all_inputs -no_clocks]
set_input_delay [expr $clk_period * $clk_io_pct] -clock clk0 $non_clock_inputs
set_output_delay [expr $clk_period * $clk_io_pct] -clock clk0 [all_outputs]

===== /design/flow/design.v =====
module REG 
#(parameter DATA_WIDTH=32, parameter ADDR_WIDTH=5)
(
	input [(ADDR_WIDTH-1):0] addr,
	input [(DATA_WIDTH-1):0] data,
	input [(ADDR_WIDTH-1):0] addr1,addr2,
	input we, clk,
	output [(DATA_WIDTH-1):0] q1,q2
);
	reg [DATA_WIDTH-1:0] ram[2**ADDR_WIDTH-1:0];
	reg [ADDR_WIDTH-1:0] addr_reg1;
   reg [ADDR_WIDTH-1:0] addr_reg2;
	always @ (posedge clk)
	begin
		if (we)
			ram[addr] <= data;
		addr_reg1 <= addr1;
		addr_reg2 <= addr2;
	end
	assign q1 = ram[addr_reg1];
	assign q2 = ram[addr_reg2];
endmodule

===== /design/flow/config.mk =====
export PLATFORM = sky130hd
export DESIGN_NAME = REG
export DESIGN_NICKNAME = REG
export VERILOG_FILES = /design/flow/design.v
export SDC_FILE = /design/flow/constraint.sdc
export NUM_CORES = 4
export LEC_CHECK = 1
export CORE_UTILIZATION = 50

==> design notes <==
The critical path is of the register to primary output type. The class of the tightest hold or removal check was primary input to register. Total routing usage reported by global routing: 34.32%. The register with the most flip-flops in the layout has 1,024 of them. The timing report gives the clock slew at the launch and capture registers of the worst setup and hold paths as 60 ps. The synthesized design devotes to its leading area cell type 62.77% of total area. Looking at area per cell type in the netlist, the leader is sky130_fd_sc_hd__edfxtp_1. Per the repair_timing log after CTS, setup buffers inserted total 0.

In this run the horizontal extent of the chip is 315.0 um. In this run, synthesis produced a sequential element count of 1,034. With the count of buffers inserted at the top-level ports at 112, the wire length after detailed routing is 154,400 um. The number of CTS-inserted buffers came out at 110. The registers reported with the highest flop counts are ram x1024. The commonest cells after synthesis are 1,024 x sky130_fd_sc_hd__edfxtp_1, 1,024 x sky130_fd_sc_hd__mux2i_1, 195 x sky130_fd_sc_hd__nand2_1. Per the detailed placement report, the placed cell area equals 0.05144 mm2. The final tally of hold violations came out at 0.

In this run, post-CTS repair resized a total of 0 instances. The first global-routing pass estimated 221,100 um of wire. Yosys mapped the design onto 24 distinct sky130hd cell types. For the count of fill cells added during filler insertion, the log shows 7,189.

The run finished with clean final reports. Full die area: 0.09923 mm2. TritonCTS built the clock tree. For the share of the core filled by cells before placement, the log shows 50.58%.

For the HPWL after detailed placement, the log shows 82,920 um. The clock power share was 41.5%; the worst slew slack as a fraction of its limit was 24.94%. The leakage component of the power was reported as 20.24 nW. The analysis reports a worst IR drop on VDD of 0.00004753 V.

With the count of endpoints failing setup in the final report at 0, the number of routed nets with antenna violations is 0. Counting every instance in the synthesized netlist gives 3,396. The leftover overflow at the end of global routing was 0; the fraction of layout cells with a size suffix above 1 was 9.269%. Entering global routing, the biggest net connects 88 pins. Counting flops with a built-in enable in the synthesized netlist gives 1,024.

For this design the top-level I/O count stands at 113. Clock tree synthesis found a total of 1,034 sinks. With the actual transition at the worst max-transition pin at 1122 ps, the cell area after technology mapping is 0.04899 mm2. The logs give 32,600 for the via count of the first global-routing pass and 6390 ps for the arrival time reported for the critical path endpoint. The total power density per cell area came out at 60.26 mW/mm2. The max-cap violation count came out at 0. In this run the core area contains 114 standard-cell rows. Per the synth stats, the proportion of register bits with asynchronous set or reset is 0%.

The first TritonRoute pass finished after 22 iterations. With the portion of total power attributed to sequential cells at 49.6%, the count of warnings emitted by yosys is 1. Counting pins that exceed their max-slew limit in the final report gives 0. Per the OpenROAD floorplan log, the height of the die is 315.0 um. For the placeable core region, the log shows 0.09685 mm2. The tools report the level count of the clock H-tree as 3. The number of warnings reported in the stage logs is 26. The routed design could run at a clock period as short as 12,290 ps.

Dividing the detail-routed wire length by the instance count gives 31.75 um. Once layout is done, the placed cells without fillers occupy 0.05504 mm2. The reported net switching power is 0.7585 mW, and the number of vias per cell is 6.408. The multi-input combinational cell area was 0.01678 mm2. The tools report the area used by sequential logic in the layout as 0.03096 mm2. Per Yosys stat, the portion of area used by sequential elements is 63.18%.

The tools report the cell-internal power as 2.558 mW. Among all flip-flop cells after synthesis, the most frequent one is sky130_fd_sc_hd__edfxtp_1. The logs give 0.8918 for the global placer's final weighted congestion and 0 for the number of hold buffers added after CTS. Setup repair after global routing left no endpoint under its margin. Register name with the most flops: ram. The worst setup path is launched from a register. The chip area line of the yosys report is 0.04899 mm2, and the switching part of the total is 22.87%. Of the available clock period, the critical path in the final layout requires 41.67%. Ranked by total cell area, the synthesized netlist is headed by sky130_fd_sc_hd__edfxtp_1 63%, sky130_fd_sc_hd__mux2i_1 21%, sky130_fd_sc_hd__a22oi_1 2.9%, sky130_fd_sc_hd__a22o_1 2.3%, sky130_fd_sc_hd__nand3_1 2.0%. From synthesis to final layout, the design area changed by 12.35%. The clock passes through at most 3 buffers.

For the worst setup path, the data required time is 23,600 ps. The mean instance size in the synthesized netlist is 14.43 um2. The final layout reports a setup TNS of 0 ps. Highest net fanout along the worst path: 48. The first routing iteration left 2,150 violations.

The tools report the cell count listed in synth_stat.txt as 3,396. The detailed router placed 31,150 vias in this run. Combinational logic is responsible for 8.9% of the overall power. Per the detail_route report, DRC violations left total 0. The run gives 0.08135 GHz as the upper clock frequency limit.

The cell chosen for the clock root was sky130_fd_sc_hd__clkbuf_16. The worst setup path is captured at a primary output. The initial antenna violation count is 6.
==> metal layers <==
layer  global-route usage, %  wire length (um)  vias to the layer above  share of wire [%]
li1                        -                 -                    13630                  -
met1                   42.87             51550                    15050                 33
met2                   48.51             69570                     2063                 45
met3                   24.81             26470                      396                 17
met4                   10.82              6423                       14                4.2
met5                   2.563               350                        -               0.23
==> power groups by stage <==
stage,Combinational (mW),Clock (mW),Sequential [mW]
global route,0.313,1.45,1.64
CTS,0.293,1.39,1.64
finish,0.296,1.38,1.64
==> logic make-up (layout without fill, tap and decap cells) <==
group / count (synthesis) / count (layout) / share of synthesized area (%)
muxes: 1024 / 1024 / 20.92
DFF: 1034 / 1034 / 63.18
AOI/OAI and AO/OA: 576 / 576 / 8.009
buffers and inverters: 253 / 439 / 3.198
and+or+nand+nor: 509 / 509 / 4.694
other: 0 / 3 / 0
==> worst paths after layout <==
| kind | start | to | cells past startpoint |
|---|---|---|---|
| worst max-delay path | register | q2[28] | 11 |
| worst min-delay path | addr2[0] | register | 1 |
==> layout by cell type, fill, tap and decap left out, types with 2 or more instances in the layout <==
cell                                 n
sky130_fd_sc_hd__dfxtp_4             2
sky130_fd_sc_hd__buf_12              3
sky130_fd_sc_hd__or3b_2              3
sky130_fd_sc_hd__clkdlybuf4s50_1   112
sky130_fd_sc_hd__nand2b_2            4
sky130_fd_sc_hd__diode_2             3
sky130_fd_sc_hd__clkinv_2           15
sky130_fd_sc_hd__clkbuf_16         114
sky130_fd_sc_hd__nand2_1           193
sky130_fd_sc_hd__nor2b_4             4
sky130_fd_sc_hd__nor2_4             34
sky130_fd_sc_hd__buf_4             123
sky130_fd_sc_hd__clkinvlp_4          7
sky130_fd_sc_hd__a22oi_1           192
sky130_fd_sc_hd__or2_2               2
sky130_fd_sc_hd__a22o_1            128
sky130_fd_sc_hd__inv_6               2
sky130_fd_sc_hd__edfxtp_1         1024
sky130_fd_sc_hd__clkinv_1           27
sky130_fd_sc_hd__nand3_1           194
sky130_fd_sc_hd__dfxtp_1             8
sky130_fd_sc_hd__a31oi_1            64
sky130_fd_sc_hd__mux2i_1          1024
sky130_fd_sc_hd__and2_4              2
sky130_fd_sc_hd__a21oi_1           192
sky130_fd_sc_hd__bufinv_16          13
sky130_fd_sc_hd__nand3b_1            5
sky130_fd_sc_hd__nor3_1             64
sky130_fd_sc_hd__clkbuf_1           21
sky130_fd_sc_hd__nand2_2             2
==> per-stage QoR <==
step	setup WS, ps	hold slack (ps)	utilization [%]	total power [mW]	instances
after floorplan	21170	5928	-	1.838	3396
after global placement	18040	6353	53.11	1.963	4657
after detailed placement	17970	6352	53.11	1.966	4657
after CTS	17240	5610	56.82	3.329	4858
after global routing	16940	5628	56.83	3.410	4860
final	17210	5640	56.83	3.317	4861
==> worst max-delay path, stage by stage (launching register included) <==
cell	delay [ps]
sky130_fd_sc_hd__dfxtp_4	660
sky130_fd_sc_hd__buf_4	740
sky130_fd_sc_hd__buf_4	800
sky130_fd_sc_hd__buf_4	610
sky130_fd_sc_hd__buf_4	750
sky130_fd_sc_hd__buf_4	700
sky130_fd_sc_hd__mux2i_1	260
sky130_fd_sc_hd__a22o_1	160
sky130_fd_sc_hd__nor3_1	50
sky130_fd_sc_hd__a31oi_1	280
sky130_fd_sc_hd__nand3_1	120
sky130_fd_sc_hd__clkdlybuf4s50_1	430
==> final cells by class <==
class	count	area share (%)
flip-flops and latches	1034	56.25
multi-input cells	2109	30.49
clock buffers	135	5.326
repair buffers	238	3.824
well taps	1276	2.901
clock inverters	66	1.203
diodes	3	0.01364
Power is estimated from default activity; no workload was simulated.
